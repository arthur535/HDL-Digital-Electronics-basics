[design/flow/design.v]
module dec2to4(
  input [1:0] S,
  input En,
  output reg [0:3] Y
);
  always @(S,En) begin
      if(En) begin
	  case (S)
	      2'b00 : Y = 4'b1000;
	      2'b01 : Y = 4'b0100;
	      2'b10 : Y = 4'b0010;
	      2'b11 : Y = 4'b0001;
	      default : Y = 4'b0000;
          endcase
      end
  end
endmodule
module task4_28 (
  input [1:0] S,
  input En,
  input [0:3] W,
  output wire [0:3] Y,
    output reg f
);
  integer i;
  dec2to4 u_dec2to4 (
    .S (S),
    .Y (Y),
    .En (En)
  );
  reg [0:3] A;
  always @(W, Y) begin
    for(i = 0; i < 4; i = i+1) begin
      A[i] = W[i] & Y[i];
    end
    f = |A;
  end 
endmodule
[design/flow/constraint.sdc]
current_design task4_28

set clk_period 1.0
set clk_io_pct 0.2

create_clock -name clk0 -period $clk_period

set non_clock_inputs [all_inputs -no_clocks]
set_input_delay [expr $clk_period * $clk_io_pct] -clock clk0 $non_clock_inputs
set_output_delay [expr $clk_period * $clk_io_pct] -clock clk0 [all_outputs]
[design/flow/run.sh]
#!/bin/bash
# OpenROAD 26Q1-2900-gdf79404cd8, Yosys 0.63+post, stock flow scripts
make -C /OpenROAD-flow-scripts/flow DESIGN_CONFIG=/design/flow/config.mk WORK_HOME=/design/flow/orfs finish
[design/flow/config.mk]
export PLATFORM = sky130hd
export DESIGN_NAME = task4_28
export DESIGN_NICKNAME = task4_28
export VERILOG_FILES = /design/flow/design.v
export SDC_FILE = /design/flow/constraint.sdc
export NUM_CORES = 4
export LEC_CHECK = 1
export CORE_AREA = 10 10 70 70
export DIE_AREA = 0 0 80 80
==> CHANGELOG.md <==
### Changed

- Routed wire length: 493 um
- Via Count: about 110
- Log Warnings: 32
- WHS Path Cells: 4
- Switch share: around a quarter
- Count of unclocked register or latch pins: 4
- Endpoint class of the critical path: output port
- CP delay by family, top: buffers and inverters
- Max-slew headroom: 90.04%
- Initial antenna violation count: 0
- Post-synthesis cell type with the largest combined area: dlxtp_1
- Fin crit share: 96.23%
- Worst-path fanout max: 1
- Layout cells sized above 1: between 10% and 20%
- Global-route wire length before repair: 690 um
- Max VDD drop: 26.83 uV
- Outcome: finished clean
- RSZ-0062 raised after global routing: no
- Largest net degree at the start of global routing: 5
- Max-cap violations: 0
- Num ports: 12
- Leak Pwr: about 0.1 nW
- # rows: 21
- Crit Path Class: in2out
- Clock power frac: 0%
- ANT nets after route: 0
- TritonRoute pass-1 iters: 2
- DR WL/cell: 7.145 um
- Cells in synth_stat.txt: 11
- Flop pwr share: 22.4%
- PD cells: about 220 nW/um2
- Avg Cell Area, Syn: 9.555 um2
- Synth Instances: 11
- F_max: roughly 1000 MHz
- Syn-to-layout area delta: 163.1%
- Die W: 80 um
- # setup viols final: 0
- Fin crit period: 962.3 ps
- Antenna cells: 0
- Critical Path Max Stage Delay: approximately 230 ps
- Cell Int Power: around 0.046 mW
- Setup bufs post-CTS: 0
- Port buffer count: 12
- Endpoints left unconstrained: 8
- Distinct lib cells: 7
- Slew Limit Fails: 0
- HP Class: in2out
- Element type at the critical path start: primary input
- Drt via density: 1.652
- GR Overflow Total: 0
- Chip height: 80 um
- Critical Path AT: around 760 ps
- Synthesized area: approximately 110 um2
- 1st-iter DRT viols: 1
- Placed Area: 282.8 um2
- Max reg flops: 4
- Core ar.: 3416 um2
- Final Hold Viols: 0
- Worst EP required: 800 ps
- Buffers & Inverters on Critical Path: 2
- Sw power: between 0.015 and 0.02 mW
- Cell area leaders: dlxtp_1, a22oi_1, and2b_2
- Synth warnings: 2
- Vias in the first global route: 120
- Final core utilization: 8.095%
- Worst Tran Pin Value: 149.4 ps
- FP Util: 3.077%
- Gpl congestion: 0.5777
- Area leader share: between 50% and 60%
- Detailed-route DRC error count: 0
- Finished Cell Area: between 200 and 300 um2
- Combinational share of power: 77.6%
- WP depth: 4
- Die Size: 6400 um2
- Crit path max-delay cell type: dlygate4sd2_1
- Synthesis area per yosys: 105.1 um2
- Gr usage total: 1.388%
- CP Cell Sequence: dlygate4sd2_1 > a22oi_1 > nand2_1 > buf_2
- Ys flops: 4
[cells by family after synthesis]
logic type | synth area share, %
AOI/OAI and AO/OA | 14.28
latches | 57.15
and+or+nand+nor | 28.57
[routing by layer]
layer	wire (um)	global-route usage [%]	vias to the layer above
met3	79	0.7955	0
li1	-	-	61
met4	0	0	0
met2	183	2.006	8
met5	0	0	-
met1	230	1.854	45
[placed cells by master (no fill, tap or decap)]
cell | Yosys | layout
clkdlybuf4s50_1 | 0 | 7
and2b_2 | 1 | 1
buf_2 | 0 | 1
dlxtp_1 | 4 | 4
nor2_1 | 1 | 1
a22oi_1 | 2 | 2
nand2_1 | 1 | 1
dlygate4sd2_1 | 0 | 1
clkdlybuf4s15_1 | 0 | 3
and2_2 | 1 | 1
nor2b_1 | 1 | 1
[synth_stat cells (all sizes together)]
cell type and count:
dlxtp 4, a22oi 2, and2 1, and2b 1, nand2 1, nor2 1
nor2b 1
[stage by stage]
step | std cells | setup TNS [ps] | worst slack, ps | hold WS (ps) | total power [mW]
2_1_floorplan | 11 | 0 | 404.3 | 476.3 | 0.02107
3_3_place_gp | 69 | -515.8 | -515.8 | 1473 | 0.06833
3_5_place_dp | 69 | -511.5 | -511.5 | 1480 | 0.06924
4_1_cts | 69 | 0 | 5.890 | 817.3 | 0.06246
5_1_grt | 69 | 0 | 4.159 | 840.9 | 0.06615
6_report | 69 | 0 | 37.67 | 797.1 | 0.06120
[path summary, 6_finish.rpt]
| path | from | end | slack [ps] |
|---|---|---|---|
| worst max-delay path | W[2] | f | 40 |
| worst min-delay path | W[1] | f | 800 |
[layout make-up]
| cell class | instances | area, um2 |
|---|---|---|
| multi-input cells | 7 | 45.04 |
| repair buffers | 12 | 113.9 |
| fillers | 405 | 3139 |
| flip-flops and latches | 4 | 60.06 |
| well taps | 46 | 57.56 |
[power by group through the flow]
stage / Combinational (mW) / Sequential [mW] / Clock, mW
CTS: 0.0487 / 0.0137 / 0
global route: 0.0520 / 0.0142 / 0
finish: 0.0475 / 0.0137 / 0
[repair_timing]
action / 4_1_cts / 5_1_grt
pin swaps: 3 / 1
setup endpoints to repair: 1 / 1
hold buffers: 0 / 0
gates resized: 10 / 0
No activity file was given, so power comes from the tool's default toggle rates.
