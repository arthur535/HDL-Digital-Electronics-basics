===== config.mk =====
export PLATFORM = sky130hd
export DESIGN_NAME = seven_segment
export DESIGN_NICKNAME = seven_segment
export VERILOG_FILES = /design/flow/design.v
export SDC_FILE = /design/flow/constraint.sdc
export NUM_CORES = 4
export LEC_CHECK = 1
export CORE_AREA = 10 10 70 70
export DIE_AREA = 0 0 80 80

===== constraint.sdc =====
current_design seven_segment

set clk_period 1.1
set clk_io_pct 0.2

create_clock -name clk0 -period $clk_period

set non_clock_inputs [all_inputs -no_clocks]
set_input_delay [expr $clk_period * $clk_io_pct] -clock clk0 $non_clock_inputs
set_output_delay [expr $clk_period * $clk_io_pct] -clock clk0 [all_outputs]

===== design.v =====
module seven_segment (
  input x0,
  input x1,
  input x2,
  input x3,
  output a,
  output b,
  output c,
  output d,
  output e,
  output f,
  output g
);
  assign a = x0 | x2 | ~(x1 ^ x3);
  assign b = x0 | ~x1 | ~(x2 ^ x3);
  assign c = x0 | x1 | ~x2 | x3;
  assign d = x0 | (~x1 & x2) | (~x1 & ~x3) | (x1 & ~x2 & x3) | (x2 & ~x3);
  assign e = (x2 & ~x3) | (~x1 & ~x3);
  assign f = x0 | (x1 & ~x2) | (x1 & ~x3) | (~x2 & ~x3);
  assign g = x0 | (x1 & ~x3) | (x1 ^ x2);
 endmodule

===== run.sh =====
#!/bin/bash
# OpenROAD 26Q1-2900-gdf79404cd8, Yosys 0.63+post, stock flow scripts
make -C /OpenROAD-flow-scripts/flow DESIGN_CONFIG=/design/flow/config.mk WORK_HOME=/design/flow/orfs finish

==> flow_metrics.py <==
# Metrics from the implementation run
metrics = {
    "run_status": {
        "status": "complete, but fails checks",
        "failed_checks": "setup timing",
    },
    "worst_setup_path": {
        "critPathKind": "primary input to output pin",
        "critical-path-slowest-cell": "a2111o_1",
        "arrival_ns": 1.13,
        "crit_required_ns": 0.88,
        "max_stage_delay_ns": 0.29,
        "cp-startpoint": "x3",
        "crit_chain": "buf_12, inv_12, ha_4, or2_4, a2111o_1, buf_2",
        "worstPathMaxFanout": 3,
        "worst_setup_path_start_kind": "primary input",
        "end_kind": "output pin",
    },
    "worst_hold_path": {
        "hold_class": "primary input to output pin",
        "whs_path_depth": 4,
        "hp-start": "x3",
    },
    "floorplan": {
        "io_pins": 11,
        "core-area_um2": 3420,
        "die_area_um2": 6400,
        "row_count": 21,
        "die_height_um": 80,
        "fp.dieW_um": 80,
        "initial_core_util_pct": 4.21,
    },
    "power": {
        "ir_drop_mv": 0.0783,
        "power.leakage_nw": 0.186,
        "power_density_nw_per_um2": 310,
    },
    "yosys": {
        "adder_share_pct": 52.2,
        "ys_chip_area_um2": 144,
        "synth_stat.cells": 19,
        "mux_share_pct": 0,
        "syn_area_um2": 144,
        "syn_avg_cell_area_um2": 7.57,
        "compound_area_share_pct": 7.83,
        "simple_gate_share_pct": 32.2,
        "postSynthSeqShare_pct": 0,
        "yosysWarnings": 0,
        "synthXorXnorAreaFrac_pct": 0,
        "ys_types": 8,
        "top_logic_kind": "adder cells",
        "netlist_instances": 19,
    },
    "timing": {
        "period_minus_slack_ns": 1.35,
        "rsz0062_at_grt": "true",
        "slew_headroom_pct": 90.3,
        "fin_ws_ns": -0.248,
        "fmax_mhz": 742,
        "finalHoldViolations": 0,
        "finalMaxSlewViolations": 0,
        "post-route-period-util_pct": 123,
        "tightest_slew_ns": 0.146,
        "holdWs_ns": 0.798,
        "final-setup-viol-count": 6,
    },
    "layout": {
        "area_growth_pct": 231,
        "fin_util_pct": 14.0,
        "seq_area_um2": 0,
        "clock_buffer_count": 0,
        "drive_above_1_share_pct": 74.4,
        "seq_cell_count": 0,
    },
    "global_route": {
        "antenna_found_initial": 0,
        "grt_use_total_pct": 2.12,
        "grt_overflow": 0,
        "grt_pass1_wl_um": 1150,
        "grt_pass1_vias": 221,
        "grt_max_degree": 6,
    },
    "detailed_routing": {
        "ant_nets": 0,
        "remaining_drc_errors": 0,
        "routedWlPerCell_um": 7.76,
        "num_vias": 200,
        "diodes": 0,
        "drt-total-wl_um": 660,
        "detailedRoute.firstIterationViolations": 0,
        "via_per_inst": 2.35,
        "firstDrtPassIters": 1,
    },
    "run": {
        "warning_count": 38,
        "cap_violations": 0,
    },
    "clocking": {
        "postCtsHoldBufs": 0,
    },
    "placed_design": {
        "gp_congestion": 0.802,
        "port-buffer-count": 11,
        "dpl.hpwl_um": 524,
    },
}
## timing repair
item                       4_1_cts  5_1_grt
resized                         51        9
setup buffers                    4        1
setup endpoints to repair        7        6
pin swaps                        4        5
## synthesized netlist by cell type (all sizes together)
cell type / n / area, um2
ha: 6 / 75.1
inv: 3 / 11.3
nand2: 3 / 11.3
nor2: 3 / 11.3
a2111o: 1 / 11.3
nand3b: 1 / 7.51
or2: 1 / 8.76
or4: 1 / 7.51
## cell usage in the layout, fill, tap and decap left out, types with 2 or more instances in the layout
cell	count
buf_12	2
buf_2	3
buf_4	5
buf_6	6
ha_4	4
nand2_1	2
nor2_1	2
## final cells by class
type	count	area, um2
inverter	3	28.8
timing repair buffer	20	195
tap	46	57.6
fill	393	2940
multi-input combinational	16	195
## logic make-up (layout without fill, tap and decap cells)
logic type / Yosys count / count (layout)
AND-OR/OR-AND: 1 / 1
adder cells (fa/ha/maj): 6 / 6
buffers and inverters: 3 / 23
AND/OR/NAND/NOR: 9 / 9
## metal layers
metal	vias to the layer above	GRT usage (%)	share of wire, %
li1	105	-	-
met1	85	3.16	56
met2	10	2.49	26
met3	0	1.48	18
met4	0	0	0
met5	-	0	0
## where the power goes
group,internal [mW],leakage [nW],switching [mW]
clock network,0,0,0
registers,0,0,0
logic,0.0922,0.186,0.0554
## worst paths after layout
path,endpoint,slack (ns)
max,d,-0.25
min,c,0.80
## metrics by stage
stage / setup TNS, ns / instance area [um2] / cells / worst slack [ns] / power (mW)
2_1_floorplan: -0.0193 / 181 / 19 / -0.0193 / 0.0336
3_3_place_gp: -7.00 / 394 / 82 / -1.23 / 0.113
3_5_place_dp: -7.05 / 394 / 82 / -1.23 / 0.114
4_1_cts: -1.34 / 469 / 86 / -0.331 / 0.143
5_1_grt: -1.23 / 477 / 85 / -0.298 / 0.165
6_report: -0.977 / 477 / 85 / -0.248 / 0.148
## critical path, delay by kind of cell
kind | cells | cell delay [ns]
AOI/OAI and AO/OA | 1 | 0.29
and+or+nand+nor | 1 | 0.24
adders and majority gates | 1 | 0.13
buffers and inverters | 3 | 0.24
Power and IR drop assume default switching activity.
