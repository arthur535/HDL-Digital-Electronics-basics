$ cat ./design.v
module task6_4(
  input Clock,
  input Resetn,
  input w,
  output reg z
);
  typedef enum reg [3:0] {
    A = 4'b0000,
    B = 4'b0001,
    C = 4'b0010,
    D = 4'b0100,
    E = 4'b1001,
    F = 4'b0011,
    G = 4'b0111,
    H = 4'b1111
  } state_t;
    state_t y, Y;  
  always @(*) begin
    case (y)
      A: Y = w ? B : A;
      B: Y = w ? F : C;
      C: Y = w ? B : D;
      D: Y = w ? E : A;
      E: Y = w ? F : C;
      F: Y = w ? G : C;
      G: Y = w ? H : C;
      H: Y = w ? H : C;
      default: Y = A;
    endcase
  end
  always @(negedge Resetn or posedge Clock) begin
    if (!Resetn)
      y <= A;
    else
      y <= Y;
  end
  always @(*) begin
    case (y)
      E, H: z = 1;
      default: z = 0;
    endcase
  end
endmodule
$ cat ./run.sh
#!/bin/bash
# OpenROAD 26Q1-2900-gdf79404cd8, Yosys 0.63+post, stock flow scripts
make -C /OpenROAD-flow-scripts/flow DESIGN_CONFIG=/design/flow/config.mk WORK_HOME=/design/flow/orfs finish
$ cat ./config.mk
export PLATFORM = sky130hd
export DESIGN_NAME = task6_4
export DESIGN_NICKNAME = task6_4
export VERILOG_FILES = /design/flow/design.v
export SDC_FILE = /design/flow/constraint.sdc
export NUM_CORES = 4
export LEC_CHECK = 1
export CORE_AREA = 10 10 70 70
export DIE_AREA = 0 0 80 80
$ cat ./constraint.sdc
current_design task6_4

set clk_period 1.0
set clk_io_pct 0.2

create_clock -name clk0 -period $clk_period [get_ports {Clock}]

set non_clock_inputs [all_inputs -no_clocks]
set_input_delay [expr $clk_period * $clk_io_pct] -clock clk0 $non_clock_inputs
set_output_delay [expr $clk_period * $clk_io_pct] -clock clk0 [all_outputs]
==> results.ini <==
[synth]
top_cells_by_area = dfrtp_1 64%, dfstp_2 9.6%, and2_1 4.6%
synth.avg_cell_area_sq_um = 13.7
top_cell_area_share = 0.639
yosys.area.top_type = dfrtp_1
ys_types = 11
yosysWarnings = 1
numSynthFlops = 8
synthesis.area_sq_um = 274
synthCells = 20
ys_seq_frac = 0.735
yosysCellCount = 20
ys_chip_area_sq_um = 274

[worst_setup_path]
cp_slowest_cell = dfrtp_1
r2r-start = y[7]
critPathArrivalTime_ns = 0.96
startpoint_type = flop
path_cells = or2_1, buf_2
crit_path_end = z
startpoint = y[4]
worst-path-buf-inv = 1
end_kind = output pin
path_class = reg -> out
r2r_cells = 3
cp.required_ns = 0.80
r2r_slack_ns = 0.09
crit_path_max_fanout = 2
cp_top_family = flip-flops
reg2reg_to = y[2]
crit_cells = 2
max_stage_delay_ns = 0.37

[cells_and_area]
fin_util = 0.116
lay_top_count = dfrtp_1
reg.largest.list = y: 8 flops
largest_reg_flops = 8
syn_to_final_growth_pct = 45.2
drive_gt1_frac = 0.276
fin_area_sq_um = 398
regMostFlops = y
final_cell_mix = 7 x dfrtp_1, 3 x clkbuf_4
final_cells = 75

[job]
warnings = 27
max_cap_violations = 0

[pwr]
p_comb_frac = 0.084
seq_power_share = 0.533
p_sw_frac = 0.214
power_leakage_nw = 0.186
pwr-share-clk = 0.384
power_mw = 0.677
power.density_mw_per_mm2 = 1700
vdd_drop_max_mv = 0.621
p_int_mw = 0.532
power_switching_mw = 0.145

[sta]
fin_ws_ns = -0.162
tightest_slew_ns = 0.345
rsz0062_at_grt = yes
finalHoldViolations = 0
max_slew_margin = 0.769
whs_ns = 0.209
min_period_ns = 1.16
min_period_over_period = 1.16
skew_ns = 0.0125
setup_viol = 1
slew_violations = 0
fmax_ghz = 0.861

[floorplan]
dieArea_sq_mm = 0.00640
die_h_microns = 80
die_w_microns = 80
std_cell_rows = 21
ioPinCount = 4
initial_utilization = 0.0802
core_area_sq_mm = 0.00342

[global_route]
first_global_vias = 213
grt_pass1_wl_microns = 945
grt_max_degree = 9
overflow = 0
grt_usage = 0.0198
antenna_found_initial = 0

[clock_tree]
cts.path.max_buffers = 2
clock_latency_ns = 0.26
clkSinkCount = 8
path_clk_slew_ns = 0.06
cts-root-buf = clkbuf_4
cts_inserted_buffers = 3
cts_tree = yes
htree_levels = 1
postCtsSetupBuffers = 0
cts_hold_buf = 0

[routing]
wirelength_microns = 493
wl_per_cell_microns = 6.57
first_pass_iters = 2
ant_nets = 0
n_antenna_cell = 0
dr.first_iter.drc_count = 6
vias = 178
vias_per_cell = 2.37
drc = 0

[status]
violations = setup timing
outcome = finished, violations left

[placed_design]
placed_cells = 71
numPortBuffers = 3
gp_congestion = 0.686
dpl_cell_area_sq_um = 377

[hold_path]
hp-class = in -> async

==> cell usage after synthesis <==
library cell  number
a21oi_1            1
and2_1             2
dfrtp_1            7
dfstp_2            1
nor2_1             2
nor2_2             1
nor2b_1            2
nor3_1             1
o211a_1            1
o21a_1             1
or2_1              1
==> cells by family (layout without fill, tap and decap cells) <==
family          after synthesis  count (layout)  synth area share
flops                         8               8             0.735
simple gates                  9               9             0.183
buf+inv                       0               9                 0
compound gates                3               3            0.0822
==> what timing repair did <==
item,4_1_cts,5_1_grt
setup endpoints to repair,1,1
gates resized,3,0
gates cloned,0,0
pin swaps,1,1
==> how the worst min path moves through the flow <==
stage                   from   end  slack [ns]  cells past startpoint
after CTS             Resetn  y[6]        0.21                      1
after global routing  Resetn  y[6]        0.23                      1
final                 Resetn  y[6]        0.21                      1
==> cell type report <==
class                      instances  area (sq um)
fill                             398          3020
clock buffer                       4          26.3
timing repair buffer               5          40.0
tap                               46          57.6
sequential                         8           201
multi-input combinational         12          72.6
==> per-layer routing <==
layer | part of all wire | GRT usage | routed length (microns) | vias to the layer above
met4 | 0 | 0 | 0 | 0
li1 | - | - | - | 84
met5 | 0 | 0 | 0 | -
met1 | 0.48 | 0.0236 | 238 | 86
met3 | 0.22 | 0.0250 | 109 | 0
met2 | 0.29 | 0.0225 | 145 | 8
==> power by group through the flow <==
stage	registers (mW)	clock network [mW]	logic, mW
CTS	0.360	0.271	0.0581
global route	0.363	0.296	0.0655
finish	0.361	0.260	0.0566
==> stage by stage <==
step                setup WS (ns)  TNS, ns
finish                     -0.162   -0.162
global route               -0.225   -0.225
CTS                        -0.179   -0.179
detailed placement         -0.188   -0.389
global placement           -0.183   -0.248
floorplan                   0.249        0
Power and IR drop assume default switching activity.
